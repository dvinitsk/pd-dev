===== /design/flow/run.sh =====
#!/bin/bash
# OpenROAD 26Q1-2900-gdf79404cd8, Yosys 0.63+post, stock flow scripts
make -C /OpenROAD-flow-scripts/flow DESIGN_CONFIG=/design/flow/config.mk WORK_HOME=/design/flow/orfs finish

===== /design/flow/config.mk =====
export PLATFORM = sky130hd
export DESIGN_NAME = fetch
export DESIGN_NICKNAME = fetch
export VERILOG_FILES = /design/flow/design.v
export SDC_FILE = /design/flow/constraint.sdc
export NUM_CORES = 4
export LEC_CHECK = 1
export CORE_AREA = 10 10 90 90
export DIE_AREA = 0 0 100 100

===== /design/flow/design.v =====
package constants_pkg;
typedef enum logic [1:0] {
    ADD = 2'b00,
    SUB = 2'b01,
    AND = 2'b10,
    OR =  2'b11
} aluSel_e  ;
endpackage
module fetch #(
    parameter int DWIDTH=32,
    parameter int AWIDTH=32,
    parameter int BASEADDR=32'h01000000
    )(
	input logic clk,
	input logic rst,
	output logic [AWIDTH - 1:0] pc_o, 
    output logic [DWIDTH - 1:0] insn_o
);
    always_ff @(posedge clk) begin
        if (rst)
            pc_o <= BASEADDR;  
        else
            pc_o <= pc_o + 32'd4;  
    end
endmodule : fetch

===== /design/flow/constraint.sdc =====
current_design fetch

set clk_period 6.2
set clk_io_pct 0.2

create_clock -name clk0 -period $clk_period [get_ports {clk}]

set non_clock_inputs [all_inputs -no_clocks]
set_input_delay [expr $clk_period * $clk_io_pct] -clock clk0 $non_clock_inputs
set_output_delay [expr $clk_period * $clk_io_pct] -clock clk0 [all_outputs]

==> flow_metrics.tcl <==
# flow metrics
set metrics [dict create \
    status "finished clean" \
    total_power_uw 371 \
    cp.depth 1 \
    setup_viol 0 \
    path_max_fanout 9 \
    cp_top_family "buffers and inverters" \
    ys_top_cells_by_area "dfxtp_1 (35%), buf_4 (15%), nand4_1 (5.2%)" \
    p_per_area_nw_per_um2 183 \
    worstRegToRegCells 5 \
    total_leakage_power_uw 0.000752 \
    utilization_pct 32.3 \
    dieArea_um2 10000 \
    p_seq_share_pct 53.0 \
    antenna_cells 0 \
    grt_max_degree 37 \
    syn_inst 197 \
    min_path_type "reg -> reg" \
    die_w_um 100 \
    relSlewSlack_pct 52.0 \
    postCtsHoldBufs 0 \
    post-cts-setup-buffers 0 \
    clkPwrFrac_pct 43.6 \
    gp_congestion 0.742 \
    yosys_warnings 33 \
    drtAntennaViolNets 0 \
    r2r_end "pc_o[22]" \
    nFillCells 642 \
    crit_type "reg -> out" \
    firstDrtPassIters 4 \
    clock-root-buffer "clkbuf_8" \
    finalWirelength_mm 4.04 \
    yosys_area_um2 1700 \
    synthToLayoutAreaGrowth_pct 19.5 \
    ys.flops 30 \
    grt_overflow 0 \
    slew_viol_final 0 \
    yosysSeqAreaShare_pct 35.4 \
    synth_dominant_cell_count "buf_4" \
    edf_count 0 \
    synthesis.area_um2 1700 \
    tns_ns 0 \
    synthTopCellsByCount "buf_4 (35), dfxtp_1 (30), nor2_1 (20)" \
    cts.reportedPaths.clkPinSlew_ns 0.06 \
    reg2reg_from "pc_o[2]" \
    wl_per_cell_um 13.2 \
    synth_top_area_share_pct 35.4 \
    crit_buf_inv 1 \
    ir_worst_vdd_mv 0.0709 \
    critical_path.endpoint_type "output pin" \
    crit_path_max_incr_delay_ns 0.54 \
    p_int_uw 289 \
    arrival_ns 1.30 \
    crit_slowest_cell "clkdlybuf4s50_1" \
    die_y_um 100 \
    dp_hpwl_mm 2.96 \
    grt.total_usage_pct 7.65 \
    route.detailed.drc 0 \
    crit_end "pc_o[4]" \
    crit_chain "clkdlybuf4s50_1" \
    cts_sinks 30 \
    crit_start "pc_o[4]" \
    drt_iter0_drc 81 \
    antenna_found_initial 0 \
    clock_tree.buffer_depth 2 \
    ys_async_sr_fraction_pct 0 \
    seq_area_um2 601 \
    timing.hold.ws_ns 0.471 \
    via_count 1361 \
    num_rows 29 \
    largest_reg_flops 30 \
    power.share.combinational_pct 3.3 \
    largest_area_cell "dfxtp_1" \
    place_ws_ns 3.62 \
    synth_cell_type_count 35 \
    grt_pass1_vias 1348 \
    required_ns 4.96 \
    switching_share_pct 21.9 \
    port_buffers 31 \
    htreeDepth 2 \
    tool_warnings 25 \
    period_needed_ns 2.54 \
    p_sw_uw 81.2 \
    logic_area_um2 916 \
    setup_slack_ns 3.66 \
    synthFlopType "dfxtp_1" \
    synth.avg_cell_area_um2 8.62 \
    clock_latency_ns 0.28 \
    via_per_inst 4.46 \
    timing.fmax_mhz 394 \
    cts_resized 0 \
    reg_top3 "pc_o (30)" \
    finalHoldViolCount 0 \
    r2r_slack_ns 4.25 \
    cts_tree "done" \
    drv_cap 0 \
    pin_count 66 \
    worst_pin_slew_ns 0.714 \
    cts_buffers 5 \
    regMostFlops "pc_o" \
    start_kind "flop" \
    ys_cells 197 \
    grt_setup_unrepaired "false" \
    drive_gt1_share_pct 9.65 \
    grt_pass1_wl_mm 6.53 \
    coreArea_um2 6280 \
    fp_util_pct 27.0 \
    finalCritPeriodShare_pct 40.9 \
    fin_skew_ns 0.00760 \
]
## placed cells by master, fill, tap and decap left out, drive strengths merged
cell type	count
conb	34
clkdlybuf4s50	31
dfxtp	30
nor2	20
nand4	16
a21oi	12
xor2	8
clkbuf	7
nand3	6
o21ai	6
and4	6
and3	5
or3	5
nand2	4
a31o	4
nor2b	4
xnor2	4
or4	4
and2	3
o31ai	3
nand2b	3
mux2	3
nor4	3
inv	2
nand4b	1
a21o	1
ha	1
clkinv	1
buf	1
## kinds of logic (layout without fill, tap and decap cells)
| kind of cell | Yosys count | count (layout) | share of synthesized area, % |
|---|---|---|---|
| other | 1 | 34 | 0.221 |
| AOI/OAI and AO/OA | 26 | 26 | 9.14 |
| and+or+nand+nor | 80 | 80 | 28.4 |
| xor gates and xnor gates | 12 | 12 | 6.19 |
| adders and majority gates | 1 | 1 | 0.737 |
| muxes | 3 | 3 | 1.99 |
| DFF | 30 | 30 | 35.4 |
| buffers and inverters | 44 | 42 | 18.0 |
## metal layers
metal	part of all wire (%)	routed length [um]	GRT usage (%)
met2	47	1880	13.0
met3	6.6	266	2.71
met4	0.72	29	0.761
met5	0	0	0
met1	46	1860	9.48
## metrics by stage
| stage | instance area (um2) | instances |
|---|---|---|
| floorplan | 1820 | 230 |
| global placement | 1940 | 297 |
| detailed placement | 1940 | 297 |
| CTS | 2030 | 305 |
| global route | 2030 | 305 |
| finish | 2030 | 305 |
## worst register-to-register path, stage by stage (launching register included)
cell and delay, ns:
dfxtp_1 0.39, ha_1 0.30, nand4_1 0.14, nor4_1 0.57, nand3_1 0.16, mux2_2 0.29
## power groups by stage
stage | Sequential (uW) | Combinational, uW | Clock (uW)
6_report | 197 | 12.3 | 162
5_1_grt | 197 | 15.0 | 175
4_1_cts | 197 | 13.3 | 166
## cell type report
class / instances / area share (%)
clock inverters: 1 / 0.247
inverters: 2 / 0.370
well taps: 77 / 4.75
flip-flops and latches: 30 / 29.6
multi-input cells: 156 / 45.1
clock buffers: 7 / 4.25
repair buffers: 32 / 15.7
## how the worst min path moves through the flow
stage / endpoint / cells past startpoint / startpoint / slack, ns
global route: pc_o[31] / 2 / pc_o[31] / 0.52
finish: pc_o[2] / 1 / pc_o[2] / 0.47
CTS: pc_o[2] / 1 / pc_o[2] / 0.48
No activity file was given, so power comes from the tool's default toggle rates.
