===== ./run.sh =====
#!/bin/bash
# OpenROAD 26Q1-2900-gdf79404cd8, Yosys 0.63+post, stock flow scripts
make -C /OpenROAD-flow-scripts/flow DESIGN_CONFIG=/design/flow/config.mk WORK_HOME=/design/flow/orfs finish

===== ./config.mk =====
export PLATFORM = sky130hd
export DESIGN_NAME = writeback
export DESIGN_NICKNAME = writeback
export VERILOG_FILES = /design/flow/design.v
export SDC_FILE = /design/flow/constraint.sdc
export NUM_CORES = 4
export LEC_CHECK = 1
export CORE_AREA = 10 10 93 93
export DIE_AREA = 0 0 103 103

===== ./constraint.sdc =====
current_design writeback

set clk_period 5.7
set clk_io_pct 0.2

create_clock -name clk0 -period $clk_period

set non_clock_inputs [all_inputs -no_clocks]
set_input_delay [expr $clk_period * $clk_io_pct] -clock clk0 $non_clock_inputs
set_output_delay [expr $clk_period * $clk_io_pct] -clock clk0 [all_outputs]

===== ./design.v =====
package constants_pkg;
typedef enum logic [1:0] {
    ADD = 2'b00,
    SUB = 2'b01,
    AND = 2'b10,
    OR =  2'b11
} aluSel_e  ;
endpackage
 module writeback #(
     parameter int DWIDTH=32,
     parameter int AWIDTH=32
 )(
     input logic [AWIDTH-1:0] pc_i,
     input logic [DWIDTH-1:0] alu_res_i,
     input logic [DWIDTH-1:0] memory_data_i,
     input logic [1:0] wbsel_i,
     input logic brtaken_i,
     output logic [DWIDTH-1:0] writeback_data_o,
     output logic [AWIDTH-1:0] next_pc_o
 );
    localparam logic [AWIDTH-1:0] PC_INC = 32'd4;
    always_comb begin
        case (wbsel_i)
            2'b00: writeback_data_o = alu_res_i;
            2'b01: writeback_data_o = memory_data_i;
            2'b10: writeback_data_o = pc_i + PC_INC;
            default: writeback_data_o = alu_res_i;
        endcase
    end
    assign next_pc_o = brtaken_i ? alu_res_i : (pc_i + PC_INC);
endmodule : writeback

==> Changelog: implementation <==
## Implementation

- Status: completed
- Worst hold stages: 4
- Iteration-0 DRC Markers: 49
- Wirelength per Cell: 17.7 µm
- Share of post-route cells with drive strength above 1: 5.87%
- Wire length on met2: 4.20 mm
- Initial Utilization: 25.0%
- Pre-antenna DRT Iters: 5
- DR DRC count: 0
- Slew headroom: 46.4%
- Gate Area: 1500 µm²
- Avg Cell Area, Syn: 6.53 µm²
- Chip width: 103 µm
- Cycle use final: 87.2%
- DR vias/cell: 4.87
- Buffer count from post-CTS setup fixing: 0
- Final HPWL from detailed placement: 7.25 mm
- GPL Wtd Cong: 0.888
- Yosys stat area: 1690 µm²
- Lkg Pwr: 1.34 nW
- Switching Fraction: 34.7%
- Internal power: 0.000172 W
- Area after DPL: 3350 µm²
- Fmax: 0.201 GHz
- Crit-path slowest cell: nor4_1
- Register area share after synthesis: 0%
- N_diodes: 0
- # Cells Yosys: 259
- Die Height: 103 µm
- Vias in the first global route: 2395
- Logic pwr share: 100.0%
- Clkbuf count: 0
- Least-Margin Pin Slew: 797 ps
- Post-route ant nets: 0
- Fillcell total: 655
- Endpoint class of the critical path: primary output
- Largest net degree at the start of global routing: 61
- RSZ-0062 raised after global routing: no
- Worst setup path class: input pin to primary output
- Final Max Slew Viols: 0
- CP required: 4560 ps
- Worst hold path startpoint: alu_res_i[27]
- Core area: 6760 µm²
- Netlist cell types: 36
- Synth Cell Area: 1690 µm²
- Metal3 WL: 778 µm
- Max IR drop VDD: 0.0000333 V
- Hold-fix buffers, CTS: 0
- Switch Pwr: 0.0000913 W
- Max cap viols: 0
- Crit-path cells: clkdlybuf4s50_1, nand4_1, nor4_1, nand4_1, mux2i_1, a221oi_1, clkdlybuf4s50_1
- Hold Vio Cnt, Final: 0
- Fin area: 3350 µm²
- Setup TNS: 0 ps
- Sequential Power Share: 0%
- Routed wire length: 8.67 mm
- Crit path max-delay family: simple AND/OR/NAND/NOR gates
- CP Max Fanout: 5
- Arrival @ worst endpoint: 3830 ps
- I/O pin count: 163
- FF/Latch Area: 0 µm²
- Area share, top type: 11.8%
- Area leader, netlist: mux2i_1
- Min Clock Period, post-route: 4970 ps
- Hold Path End: next_pc_o[27]
- Initial antenna violation count: 0
- Count of tool warnings: 33
- Full die area: 10600 µm²
- Site Rows: 30
- Power share of the clock group: 0%
- Hold Path Class: input pin to primary output
- Grt ovf: 0
- Synth warnings: 1
- CP startpoint kind: input pin
- Top cells by count: nand2_1 (53), inv_1 (26), mux2i_1 (20)
- Final setup fails: 0
- # resized after CTS: 0
- Buf/Inv on CP: 2
- Top Metal Used: met4
- Cells after Synth: 259
- Input/output buffers: 163
- Vias: 2383
- PD cells: 78.6 nW/µm²
- Synth top cell by count: nand2_1
- Area grow syn2layout: 98.2%
- Post-Route M1 WL: 3.63 mm
- Total GRT Usage: 15.2%
- Top cells, area: mux2i_1 (12%), nand2_1 (12%), xor2_1 (9.8%)
- Global-route wire length before repair: 12.8 mm
- Largest stage delay, worst path: 760 ps
- Seq cells: 0
per-layer routing:
metal / vias to the layer above / track usage, %
met3: 4 / 4.27
met1: 1060 / 18.6
met5: - / 0
li1: 1233 / -
met4: 0 / 1.07
met2: 86 / 26.7
worst max path at each step:
stage,start,end,cells after the start
finish,pc_i[18],writeback_data_o[28],7
CTS,pc_i[18],writeback_data_o[28],7
global route,pc_i[18],writeback_data_o[28],7
power groups by stage:
stage | Clock [W] | Sequential (W) | Combinational (W)
global route | 0 | 0 | 0.000287
finish | 0 | 0 | 0.000263
CTS | 0 | 0 | 0.000268
cells by family after synthesis:
logic type	after synthesis	synth area share, %
compound gates	52	22.1
simple gates	103	30.9
mux	31	19.2
fa+ha+maj	3	2.22
buf+inv	43	11.6
xor+xnor	27	14.0
placed cells by master (no fill, tap or decap), types with 3 or more instances in the layout:
| cell | netlist | layout |
|---|---|---|
| a22oi_1 | 12 | 12 |
| nand4_1 | 8 | 8 |
| nand2_1 | 53 | 53 |
| xor2_1 | 19 | 19 |
| inv_1 | 26 | 26 |
| and3_1 | 7 | 7 |
| mux2i_1 | 20 | 20 |
| nor3_1 | 4 | 4 |
| buf_4 | 0 | 4 |
| o21ai_0 | 16 | 16 |
| xnor2_1 | 8 | 8 |
| a21oi_1 | 3 | 3 |
| nand3_1 | 12 | 12 |
| mux2_2 | 11 | 11 |
| nor2_1 | 4 | 4 |
| and2_1 | 3 | 3 |
| clkdlybuf4s50_1 | 0 | 162 |
| o221ai_1 | 16 | 16 |
final cells by class:
class	instances	share of cell area, %
Timing Repair Buffer	167	49.4
Multi-Input combinational cell	216	44.7
Tap cell	80	2.99
Inverter	26	2.91
worst min-delay path: cells and delay by family:
family / cells / cell delay (ps)
buffers and inverters: 3 / 880
muxes: 1 / 60
per-stage QoR:
step           total power [W]  setup WS (ps)  hold WS [ps]  utilization, %  std cells
4_1_cts               0.000268            707          3230            49.6        489
5_1_grt               0.000287            454          3250            49.6        489
3_5_place_dp          0.000266            716          3220            49.6        489
3_3_place_gp          0.000266            724          3220            49.6        489
6_report              0.000263            728          3220            49.6        489
2_1_floorplan        0.0000826           2090          2310               -        259
Power is estimated from default activity; no workload was simulated.
