==> design.v <==
package constants_pkg;
typedef enum logic [1:0] {
    ADD = 2'b00,
    SUB = 2'b01,
    AND = 2'b10,
    OR =  2'b11
} aluSel_e  ;
endpackage
parameter logic [31:0] ZERO = 32'd0;
parameter logic [6:0] R_TYPE = 7'b0110011;  
parameter logic [6:0] IMM = 7'b0010011;  
parameter logic [6:0] LOADS = 7'b0000011;  
parameter logic [6:0] STORES = 7'b0100011;  
parameter logic [6:0] BRANCHES = 7'b1100011;  
parameter logic [6:0] JAL = 7'b1101111;  
parameter logic [6:0] JALR = 7'b1100111;  
parameter logic [6:0] LUI = 7'b0110111;  
parameter logic [6:0] AUIPC = 7'b0010111;  
parameter logic [3:0] ADD = 4'd0;
parameter logic [3:0] SUB = 4'd1;
parameter logic [3:0] SLL = 4'd2;
parameter logic [3:0] SLT = 4'd3;
parameter logic [3:0] SLTU = 4'd4;
parameter logic [3:0] XOR = 4'd5;
parameter logic [3:0] SRL = 4'd6;
parameter logic [3:0] SRA = 4'd7;
parameter logic [3:0] OR = 4'd8;
parameter logic [3:0] AND = 4'd9;
module decode #(
    parameter int DWIDTH=32,
    parameter int AWIDTH=32
)(
	input logic clk,
	input logic rst,
	input logic [DWIDTH - 1:0] insn_i,
	input logic [DWIDTH - 1:0] pc_i,
    output logic [AWIDTH-1:0] pc_o,
    output logic [DWIDTH-1:0] insn_o,
    output logic [6:0] opcode_o,
    output logic [4:0] rd_o,
    output logic [4:0] rs1_o,
    output logic [4:0] rs2_o,
    output logic [6:0] funct7_o,
    output logic [2:0] funct3_o,
    output logic [4:0] shamt_o,
    output logic [DWIDTH-1:0] imm_o
);	
    always_comb begin
        if (rst) begin
            pc_o = 32'h01000000;  
            insn_o = 32'h01000000;
        end else begin
            pc_o = pc_i;
            insn_o = insn_i;
        end
    end
    always_comb begin
        opcode_o = insn_i[6:0];
        rd_o = insn_i[11:7];
        rs1_o = insn_i[19:15];
        funct3_o = insn_i[14:12];
        shamt_o = insn_i[24:20];
        rs2_o = insn_i[24:20];
        funct7_o = insn_i[31:25];
        case (opcode_o)
            R_TYPE: begin
                rs2_o = insn_i[24:20];
                funct7_o = insn_i[31:25];
            end
            STORES, BRANCHES: begin  
                rs2_o = insn_i[24:20];
                funct7_o = 7'd0;
                rd_o = 0;
            end
            default: begin
                rs2_o = 5'd0;
                funct7_o = 7'd0;
            end
        endcase
    end
    igen igen1(
        .opcode_i(opcode_o),
        .insn_i(insn_i),
        .imm_o(imm_o)
    );
endmodule : decode
module igen #(
    parameter int DWIDTH=32
    )(
    input logic [6:0] opcode_i,
    input logic [DWIDTH-1:0] insn_i,
    output logic [31:0] imm_o
);
    always_comb begin
        case(opcode_i)
            R_TYPE: imm_o = ZERO;
            IMM: imm_o = {{20{insn_i[31]}}, insn_i[31:20]};
            LOADS: imm_o = {{20{insn_i[31]}}, insn_i[31:20]};
            JALR: imm_o = {{20{insn_i[31]}}, insn_i[31:20]};
            STORES: imm_o = {{20{insn_i[31]}}, insn_i[31:25],insn_i[11:7]};
            BRANCHES: imm_o = {{19{insn_i[31]}},insn_i[31],insn_i[7],insn_i[30:25], insn_i[11:8],1'd0};
            JAL: imm_o = {{11{insn_i[31]}},insn_i[31],insn_i[19:12],insn_i[20], insn_i[30:21],1'd0};
            LUI: imm_o = {insn_i[31:12],12'd0};
            AUIPC: imm_o = {insn_i[31:12],12'd0};
            default: imm_o = ZERO;
        endcase
    end
endmodule : igen
==> run.sh <==
#!/bin/bash
# OpenROAD 26Q1-2900-gdf79404cd8, Yosys 0.63+post, stock flow scripts
make -C /OpenROAD-flow-scripts/flow DESIGN_CONFIG=/design/flow/config.mk WORK_HOME=/design/flow/orfs finish
==> config.mk <==
export PLATFORM = sky130hd
export DESIGN_NAME = decode
export DESIGN_NICKNAME = decode
export VERILOG_FILES = /design/flow/design.v
export SDC_FILE = /design/flow/constraint.sdc
export NUM_CORES = 4
export LEC_CHECK = 1
export CORE_AREA = 10 10 92 92
export DIE_AREA = 0 0 102 102
==> constraint.sdc <==
current_design decode

set clk_period 2.7
set clk_io_pct 0.2

create_clock -name clk0 -period $clk_period

set non_clock_inputs [all_inputs -no_clocks]
set_input_delay [expr $clk_period * $clk_io_pct] -clock clk0 $non_clock_inputs
set_output_delay [expr $clk_period * $clk_io_pct] -clock clk0 [all_outputs]
==> flow_summary.ini <==
; implementation run metrics
[sta]
tightest_slew_ns = 0.5959
period_used_share = 0.9870
setup_viol = 0
setup_slack_ns = 0.03522
rsz0062_at_grt = yes
min_period_ns = 2.665
drv_slew = 0
max_freq_mhz = 375.3
holdWs_ns = 1.530
relSlewSlack = 0.6023
hold_viol = 0

[route]
drt-initial-drc-count = 35
ant_nets = 0
totalWireLength_um = 8466
vias_per_cell = 4.393
wl_per_cell_um = 17.79
drc_errors = 0
antenna_cells = 0
vias = 2091
firstDrtPassIters = 4

[floorplan]
fp-row-count = 29
ioPinCount = 199
dieArea_um2 = 10400
dieWidth_um = 102
die_h_um = 102
fp_util = 0.1898
core_um2 = 6459

[synth]
avgSynthCellArea_um2 = 6.162
fa_ha_area_frac = 0
largest_area_cell = nor2b_1
yosys_cells = 199
yosysMostFrequentCell = nor2b_1
yosysWarnings = 2
common_cells = 58 x nor2b_1, 20 x buf_4, 17 x and2_1
yosys_area_um2 = 1226
ys_sh_simple = 0.6041
netlist_instances = 199
yosysTopAreaCellShare = 0.2959
synthMuxAreaShare = 0.01224
ys_sh_aoi = 0.1724
synthesis.area_um2 = 1226
synth.distinct_cells = 34
synthTopCellsByArea = nor2b_1 30%, buf_4 12%, and2_1 8.7%
synth_seq_share = 0
top_logic_kind = simple AND/OR/NAND/NOR gates
synth-xor-area-share = 0

[finish]
flops = 0
syn_to_final_growth_pct = 189.6
drive_gt1_frac = 0.1830
utilization = 0.5498
clkbuf_count = 0
regArea_um2 = 0

[grt]
grtUsageTotal = 0.1442
grt_pass1_vias = 2142
grt_pass1_wl_um = 12100
gr-total-overflow = 0
grt_start_max_net_pins = 33
antenna_found_initial = 0

[setup_path]
crit_arrival_ns = 2.12
cpLargestDelayFamily = buffers and inverters
crit_slowest_cell = or4_4
cp.required_ns = 2.16
cp_slowest_stage_delay_ns = 0.56
cp-start-kind = primary input
critPathBufInv = 2
critPathMaxFanout = 4
path_cells = dlygate4sd2_1, nor2b_4, or4_4, o21ai_2, clkdlybuf4s50_1
crit_start = insn_i[2]
worstSetupPathType = primary input to primary output
end_kind = primary output

[pwr]
powerDensity_nw_per_um2 = 114.7
peakVddDrop_mv = 0.06790
leakagePower_uw = 0.001726

[min_path]
hp-start = insn_i[31]
hold_class = primary input to primary output

[flow_run]
warning_count = 35
cap_violations = 0

[place]
hpwl_um = 6830
dp_slack_ns = -0.4964
port_buffers = 198
gp_congestion = 0.7662

[run_status]
status = finished clean
-- cells in the final DEF, fill, tap and decap left out, types with 2 or more instances in the layout --
master             n
a21o_1             9
a21oi_1            2
a22o_1             4
and2_1            17
and3b_1            2
buf_12             3
buf_2              4
buf_4             23
buf_6             10
clkbuf_2           2
clkdlybuf4s15_1    3
clkdlybuf4s50_1  163
dlygate4sd2_1      9
dlymetal6s2s_1    16
inv_1              7
nand3_1           12
nand4b_1           2
nor2_1            13
nor2b_1           55
nor2b_2            2
nor3_1             3
o21ai_2           10
or2_2              2
or4_4              3
-- layer usage --
layer	vias to the layer above	share of wire	global-route usage
li1	1051	-	-
met1	947	0.37	0.1532
met2	93	0.51	0.2652
met3	0	0.12	0.06408
met4	0	0	0.01410
met5	-	0	0
-- worst paths after layout --
kind / endpoint / slack, ns / depth (start not counted)
worst max-delay path: imm_o[29] / 0.04 / 5
worst min-delay path: funct7_o[6] / 1.53 / 4
-- worst min-delay path, stage by stage --
cell	delay, ns
dlymetal6s2s_1	0.11
buf_4	0.13
and2_1	0.11
dlymetal6s2s_1	0.10
-- metrics by stage --
stage	power (µW)	setup TNS, ns	std cells	area [µm²]
6_report	407.3	0	476	3551
5_1_grt	440.8	-0.02872	476	3551
4_1_cts	402.8	-0.9713	472	3401
3_5_place_dp	387.0	-15.95	461	3277
3_3_place_gp	388.5	-15.85	461	3277
2_1_floorplan	95.47	0	199	1226
-- cells by family (layout without fill, tap and decap cells) --
group | Yosys count | after routing
compound gates | 31 | 31
simple gates | 124 | 126
buf+inv | 43 | 241
mux | 1 | 1
-- what timing repair did --
action	in CTS	in global routing
setup endpoints to repair	49	41
buffers inserted	8	3
pin swaps	15	9
hold buffers	0	0
resized	52	46
cloned	3	1
-- power breakdown --
| group | total (µW) | switching (µW) | internal [µW] |
|---|---|---|---|
| Sequential | 0 | 0 | 0 |
| Combinational | 407 | 125 | 282 |
| Clock | 0 | 0 | 0 |
| Total | 407 | 125 | 282 |
-- area by class of cell --
type / instances / area [µm²]
timing repair buffer: 234 / 2327
tap: 77 / 96.34
fill: 600 / 2908
inverter: 7 / 26.28
multi-input combinational: 158 / 1101
Power figures rest on the tool's default switching activity, not on a simulated workload.
